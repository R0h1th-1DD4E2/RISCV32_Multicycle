[design.v]
module main_decoder (
    input  [6:0] op,                 
    output       RegWrite, Jump,     
    output       ALUSrc, Branch,     
    output       MemWrite,           
    output       MemtoReg,           
    output [1:0] ALUOp,              
    output       IorD                
);
reg [8:0] controls;
localparam  LOAD   = 7'b0000011,
            STORE  = 7'b0100011,
            BRANCH = 7'b1100011,
            JAL    = 7'b1101111,
            OP_IMM = 7'b0010011,
            OP     = 7'b0110011;
always @(*) begin
    case (op)
        LOAD:   controls = 9'b1_1_0_1_0_00_0_1;  
        STORE:  controls = 9'b0_1_1_0_0_00_0_1;  
        OP_IMM: controls = 9'b1_1_0_0_0_10_0_0;  
        OP:     controls = 9'b1_0_0_0_0_10_0_0;   
        BRANCH: controls = 9'b0_0_0_0_1_01_0_0;   
        JAL:    controls = 9'b1_0_0_0_0_00_1_0;   
        default:controls = 9'bx_x_x_x_x_xx_x_x;    
    endcase
end
assign {RegWrite, ALUSrc, MemWrite, MemtoReg, Branch, ALUOp, Jump, IorD} = controls;
endmodule
[run.sh]
#!/bin/bash
# OpenROAD 26Q1-2900-gdf79404cd8, Yosys 0.63+post, stock flow scripts
make -C /OpenROAD-flow-scripts/flow DESIGN_CONFIG=/design/flow/config.mk WORK_HOME=/design/flow/orfs finish
[config.mk]
export PLATFORM = sky130hd
export DESIGN_NAME = main_decoder
export DESIGN_NICKNAME = main_decoder
export VERILOG_FILES = /design/flow/design.v
export SDC_FILE = /design/flow/constraint.sdc
export NUM_CORES = 4
export LEC_CHECK = 1
export CORE_AREA = 10 10 70 70
export DIE_AREA = 0 0 80 80
[constraint.sdc]
current_design main_decoder

set clk_period 2.1
set clk_io_pct 0.2

create_clock -name clk0 -period $clk_period

set non_clock_inputs [all_inputs -no_clocks]
set_input_delay [expr $clk_period * $clk_io_pct] -clock clk0 $non_clock_inputs
set_output_delay [expr $clk_period * $clk_io_pct] -clock clk0 [all_outputs]
==> changes_impl.md <==
### Metrics

* Mapped Cells at 21
* PortBufs at 16
* Worst Hold Class: primary input to output pin
* Final period utilization at 98.3%
* Final Worst Setup Slack at 0.0356 ns
* Die footprint at 6400 sq um
* DR vias at 244
* IO Pins at 16
* Warnings, synthesis at 1
* Post-Place Setup Slack at -0.457 ns
* Most instantiated logic cells after routing: dlygate4sd2_1 (10), buf_4 (4), buf_6 (3)
* Initial antenna violation count at 0
* Core footprint at 3420 sq um
* OpenROAD warning count at 32
* Slowest stage delay, CP at 0.49 ns
* Simple-Gate Area Share at 63.0%
* Slowest-stage cell, CP: clkdlybuf4s50_1
* Largest net degree at the start of global routing at 7
* Max-cap viol count at 0
* Synth Area per Inst at 6.43 sq um
* Nature of the critical path startpoint: primary input
* Setup-failing EPs final at 0
* Total power at 48.6 uW
* Die y size at 80 um
* Top logic family: simple AND/OR/NAND/NOR gates
* Final Hold Violation Tally at 0
* Routed Antenna Nets at 0
* Vias in the first global route at 252
* DRT Pass-1 Iters at 2
* Post-synth mux share at 0%
* Drc violations at 0
* Post-layout minimum cycle time at 2.06 ns
* Post-DP HPWL at 574 um
* FA/HA/MAJ Cells, Area Fraction at 0%
* Worst rel slew slack at 85.9%
* Worst Path Buf+Inv at 3
* Clock buf count at 0
* Worst-margin pin slew at 0.211 ns
* Hold-fix buffers at CTS at 0
* Total track usage at 2.01%
* Yosys Chip Area at 135 sq um
* Routability Congestion at 0.695
* WHS at 1.36 ns
* Critical Path Start: op[4]
* FP Rows at 21
* Req. time, crit path at 1.68 ns
* # Cells Yosys at 21
* Power per cell area at 115 nW/um^2
* CP Capture Type: output pin
* Crit path to: Jump
* Status: finished, final reports clean
* Avg Vias per Cell at 2.74
* Logic area at 155 sq um
* Initial DRC Count at 2
* Crit Path Max Fanout at 3
* Peak supply drop at 17.2 uV
* Sequential area share after synthesis at 0%
* Seq_cells at 0
* Layout cells sized above 1 at 39.5%
* Critical path, cell by cell: dlygate4sd2_1, nand2b_1, buf_4, nor3_1, clkdlybuf4s50_1
* Static leakage at 0.000178 uW
* Xor/xnor share at 6.48%
* Initial Utilization at 3.96%
* Critical Path Stages at 5
* WS Path Type: primary input to output pin
* Global route total overflow at 0
* Diode count at 0
* RSZ-0062 raised after global routing: no
* First-pass GRT wire length at 1110 um
* Number of fill cells at 388
* Post-Syn Area at 135 sq um
* Routed WL at 711 um
* Final Max Slew Viols at 0
* Flop area at 0 sq um
* Aoi/oai-family share of the synthesized area at 19.4%
* Crit path DAT at 1.64 ns
* Die W at 80 um
* FMAX at 0.484 GHz
* Wire length per cell at 7.99 um
* Crit path max-delay family: buffers and inverters
* Cell variety after synth at 18
* Most used logic cell in the final layout: dlygate4sd2_1
* Area Overhead vs Synth at 213%
==> power breakdown <==
part           total [uW]  switching (uW)  internal, uW
sequential              0               0             0
clock                   0               0             0
combinational        48.6            20.2          28.4
==> repair_timing <==
| action | 4_1_cts | 5_1_grt |
|---|---|---|
| buffers inserted | 2 | 0 |
| pin swaps | 7 | 2 |
| resized | 29 | 3 |
| endpoints found under the setup margin | 9 | 2 |
==> cell usage after synthesis <==
master / n / share of area [%]
or3_1: 1 / 4.6
nor4b_2: 1 / 11
nand2_1: 1 / 2.8
o21bai_1: 1 / 5.6
or3_4: 1 / 8.3
nand3_1: 1 / 3.7
buf_4: 1 / 5.6
xnor2_1: 1 / 6.5
nand2b_1: 1 / 4.6
a21o_1: 1 / 5.6
inv_1: 2 / 5.6
a21oi_1: 1 / 3.7
nand4_1: 1 / 4.6
a31oi_1: 1 / 4.6
nor2_1: 3 / 8.3
nor3_1: 1 / 3.7
or3b_1: 1 / 6.5
or2_1: 1 / 4.6
==> cell families (layout without fill, tap and decap cells) <==
group	Yosys count	after routing
buffers and inverters	3	25
AOI/OAI and AO/OA	4	4
xor gates and xnor gates	1	1
and+or+nand+nor	13	13
==> worst min path at each step <==
stage	from	end	cells past startpoint
CTS	op[5]	ALUSrc	3
global route	op[6]	MemWrite	4
finish	op[6]	MemWrite	4
==> layer usage <==
metal,global-route usage (%),up-vias,share of wire [%]
met5,0,-,0
met4,0,0,0
met2,3.53,14,41
met3,0.682,0,17
met1,2.44,109,41
li1,-,121,-
==> layout make-up <==
class                      instances  share of cell area, %
timing repair buffer              23                   47.9
multi-input combinational         18                   36.7
tap                               46                   13.6
inverter                           2                   1.78
==> metrics by stage <==
stage          cells  instance area [sq um]  TNS, ns  util (%)
2_1_floorplan     21                    135        0         -
3_3_place_gp      88                    390    -3.02      11.4
3_5_place_dp      88                    390    -3.09      11.4
4_1_cts           89                    423        0      12.4
5_1_grt           89                    423        0      12.4
6_report          89                    423        0      12.4
Power figures rest on the tool's default switching activity, not on a simulated workload.
